==> /design/flow/design.v <==
module controller(
    output reg reg_clr,
    output reg reg_ld,
    output reg max_clr,
    output reg max_ld,
    output reg min_clr,
    output reg min_ld,
    input wire rst,
    input wire A_lt_B,
    input wire C_gt_D,
    input wire clk
);
parameter S0 = 2'b00;
parameter S1 = 2'b01;
parameter S2 = 2'b10;
parameter S3 = 2'b11;
reg [1:0] current_state;
reg [1:0] next_state;
initial begin
    current_state = S0;
end
always @(*) begin
    case(current_state)
    S0: begin
	reg_clr = 0;
	reg_ld = 1;
	max_clr = 1;
	max_ld = 0;
        min_clr = 1;
	min_ld = 0;
    end
    S1: begin
	reg_clr = 0;
	reg_ld = 1;
	max_clr = 0;
	max_ld = 0;
        min_clr = 0;
	min_ld = 0;
    end
    S2: begin
	reg_clr = 0;
	reg_ld = 1;
	max_clr = 0;
	max_ld = 0;
        min_clr = 0;
	min_ld = 1;
    end
    S3: begin
	reg_clr = 0;
	reg_ld = 1;
	max_clr = 0;
	max_ld = 1;
        min_clr = 0;
	min_ld = 0;
    end
    endcase
end
always @(*) begin
    case(current_state)
    S0: begin
        if(rst == 1) next_state = S0;
	else next_state = S1;
    end
    S1: begin
	if(rst == 1) next_state = S0;
        else if((A_lt_B == 1) && (rst == 0)) next_state = S2;
	else if((C_gt_D == 1) && (rst == 0)) next_state = S3;
	else next_state = S1;
    end
    S2: begin
        if(rst == 1) next_state = S0;
        else if((A_lt_B == 1) && (rst == 0)) next_state = S2;
	else if((C_gt_D == 1) && (rst == 0)) next_state = S3;
	else next_state = S1;
    end
    S3: begin
        if(rst == 1) next_state = S0;
        else if((A_lt_B == 1) && (rst == 0)) next_state = S2;
	else if((C_gt_D == 1) && (rst == 0)) next_state = S3;
	else next_state = S1;
    end
    endcase
end
always @(posedge clk) begin
    current_state <= next_state; 
end
endmodule
module datapath(
    output reg signed [31:0] max,
    output reg signed [31:0] min,
    input wire signed [31:0] in,
    input wire reg_clr,
    input wire reg_ld,
    input wire max_clr,
    input wire max_ld,
    input wire min_clr,
    input wire min_ld,
    input wire clk,
    output reg A_lt_B,
    output reg C_gt_D
);
reg signed [31:0] register;
always @(posedge clk) begin
    if(reg_ld == 1) register <= in;
    if($signed(register) < $signed(min)) A_lt_B = 1;
    else A_lt_B = 0;
    if($signed(register) > $signed(max)) C_gt_D = 1;
    else C_gt_D = 0;
    if(min_ld == 1) min <= register;
    if(min_clr == 1) min <= 32'b01111111111111111111111111111111;
    if(max_ld == 1) max <= register;
    if(max_clr == 1) max <= 32'b10000000000000000000000000000000;
end
endmodule
module maxmin(
    output wire signed [31:0] max,
    output wire signed [31:0] min,
    input wire signed [31:0] in,
    input wire rst,
    input wire clk
);
wire __reg_clr;
wire __reg_ld;
wire __max_clr;
wire __max_ld;
wire __min_clr;
wire __min_ld;
wire __A_lt_B;
wire __C_gt_D;
controller ctrl(
    .reg_clr(__reg_clr),
    .reg_ld(__reg_ld),
    .max_clr(__max_clr),
    .max_ld(__max_ld),
    .min_clr(__min_clr),
    .min_ld(__min_ld),
    .rst(rst),
    .A_lt_B(__A_lt_B),
    .C_gt_D(__C_gt_D),
    .clk(clk)
);
datapath dp(
    .max(max),
    .min(min),
    .in(in),
    .reg_clr(__reg_clr),
    .reg_ld(__reg_ld),
    .max_clr(__max_clr),
    .max_ld(__max_ld),
    .min_clr(__min_clr),
    .min_ld(__min_ld),
    .clk(clk),
    .A_lt_B(__A_lt_B),
    .C_gt_D(__C_gt_D)
);
endmodule
==> /design/flow/run.sh <==
#!/bin/bash
# OpenROAD 26Q1-2900-gdf79404cd8, Yosys 0.63+post, stock flow scripts
make -C /OpenROAD-flow-scripts/flow DESIGN_CONFIG=/design/flow/config.mk WORK_HOME=/design/flow/orfs finish
==> /design/flow/config.mk <==
export PLATFORM = sky130hd
export DESIGN_NAME = maxmin
export DESIGN_NICKNAME = maxmin
export VERILOG_FILES = /design/flow/design.v
export SDC_FILE = /design/flow/constraint.sdc
export NUM_CORES = 4
export LEC_CHECK = 1
export CORE_UTILIZATION = 40
==> /design/flow/constraint.sdc <==
current_design maxmin

set clk_period 5.7
set clk_io_pct 0.2

create_clock -name clk0 -period $clk_period [get_ports {clk}]

set non_clock_inputs [all_inputs -no_clocks]
set_input_delay [expr $clk_period * $clk_io_pct] -clock clk0 $non_clock_inputs
set_output_delay [expr $clk_period * $clk_io_pct] -clock clk0 [all_outputs]
==> writeup.txt <==
The run finished with clean final reports. The final layout contains routed wiring with a total length of 9480 um. The all-layer global routing usage is 18.1%.

The worst hold-check path type was flip-flop to flip-flop. The chip area line in the Yosys stat output reads 4360 um2. Entering global routing, the biggest net connects 58 pins.

The clock arrives with 0.00665 ns of skew. Summing every instance area after synthesis gives 4360 um2. Logic depth along the worst register-to-register path is recorded as 8. No sink is reached through more buffers than the 2 on the longest clock path. The reg-to-reg critical path startpoint is dp.max[14]$_SDFFE_PP0N_. For this sky-water flow run, the detailed-routed wirelength per cell is reported as 13.9 um. Insertion delay at the late pin of the worst-skew pair: 0.35 ns. The growth of design area from synthesis to finish works out to 30.9%. Max fanout on the critical path was recorded as 2. The DRC violation total after the first TritonRoute iteration came out at 133. The number of hold violations in the final report came out at 0. The worst stage delay on the critical path works out to 0.48 ns. In this run, synthesis inferred 0 flip-flops with an integrated enable.

The tools report the number of buffers created by CTS as 9. The logs give a warning total of 25. Per Yosys stat, the portion of area used by sequential elements is 45.9%. The run gives 0 for the count of endpoints failing setup in the final report. The run gives 98 for the number of ports placed on the die boundary. The transition time recorded at the tightest slew-check pin is 0.551 ns.

The wire length of the first global-routing pass was 15,900 um; the number of placement rows was 37. The minimum clock period after layout is 2.35 ns. On the critical path the data arrives at 1.21 ns. The iteration count recorded for the first detailed-route pass is 4.

Counting every instance in the synthesized netlist gives 447. The tools report the sort of element at the start of the critical path as a flip-flop. The run gives 1 for the sum of buffers and inverters on the critical path. The warning tally printed by Yosys for this design is 2. Synthesis inferred 100 register bits. Timing analysis after detailed placement gives a worst setup slack of 3.45 ns. Each instance of the synthesized netlist takes up on average 9.75 um2.

The region available for standard cell placement spans 10,500 um2. For this block, the via count after detailed routing is 3,368. The synthesis report names the predominant flop master as sky130_fd_sc_hd__dfxtp_1.

Critical path's slowest cell: sky130_fd_sc_hd__clkdlybuf4s50_1. Launch point of the worst hold path: dp.A_lt_B$_DFF_P_. The run gives 447 for the number of cell instances after yosys synthesis. The worst hold path terminates at ctrl.current_state[0]$_DFF_P_. The share of layout cells above drive strength 1 is 4.76%. The path type of the worst setup path is flip-flop to output port.

The routed design ends up with an antenna cell count of 0. The placed wire-length estimate after detailed placement was 6940 um; the total number of H-tree levels was 3. The worst slew margin relative to its limit is 62.9%, and the count of buffers inserted at the top-level ports is 97.

The flow reports an fmax of 425 MHz. The logs give 3,335 for the via count of the first global-routing pass and 156 uV for the maximum vdd drop. The reported max-cap violation count was 0. STA classifies the critical path endpoint as an output port. TritonCTS built the clock tree. The number of hold buffers added after CTS was 0. The number of resized instances in the post-cts repair step came out at 0. The count of cells along the worst hold path came out at 1. For this design the ratio of total power to cell area is 308 nW/um2. The kind of cell adding the most delay to the critical path was buffers and inverters. For this design the static power due to leakage is 0.00258 uW. The cell at the root of the clock tree is sky130_fd_sc_hd__clkbuf_8. The netlist uses 39 different library cells.

The synthesis report gives the async set-or-reset register share as 0%. Setup repair after global routing left no endpoint under its margin. In this run the post-CTS setup repair buffer count came out at 0. The tally of nets with antenna violations remaining after routing is 0, and the worst hold margin is 0.441 ns. After detailed routing, the number of vias per cell comes to 4.94. The run gives 100 as the TritonCTS sink count. The critical path in the final layout is reported with a setup slack of 3.35 ns.

Across all register-to-register paths, the minimum setup slack is 3.47 ns. STA puts the critical path data required time at 4.56 ns. In the routed design, unresolved DRC markers number 0.

After global routing the overflow that remains totals 0. With the initial antenna violation count at 0, the count of final max-slew check failures is 0. The tools report the final cell utilization of the core as 54.5%. The signal on the critical path passes through clkdlybuf4s50_1.

Dividing the final minimum period by the clock period gives 41.3%. Per the OpenROAD floorplan log, the area of the die is 11,300 um2. After filler insertion, the fill cell instance count of the layout stands at 923.

At the floorplan stage, the core utilization is reported as 41.7%. The final weighted congestion recorded by global placement is 0.759. From left edge to right edge, the die measures 106 um. For the worst reg-to-reg path, the endpoint reported by OpenROAD is dp.C_gt_D$_DFF_P_. The run gives 0 ns for the sum of negative setup slack.

For reference, the clock transition at the flip-flops on the worst setup and hold paths is 0.09 ns. The height of the die works out to 106 um.
[power breakdown]
group | internal [uW] | leakage (uW) | switching (uW)
combinational | 227 | 0.00164 | 183
sequential | 774 | 0.000827 | 61.3
clock | 273 | 0.000120 | 238
total | 1270 | 0.00258 | 483
[kinds of logic after synthesis]
family / after synthesis / share of synthesized area, %
mux: 1 / 0.230
fa+ha+maj: 63 / 18.1
compound gates: 118 / 19.8
flops: 100 / 45.9
simple gates: 79 / 8.38
buf+inv: 85 / 7.35
xor+xnor: 1 / 0.201
[worst max path at each step]
stage	start	cells past startpoint	end
4_1_cts	dp.min[11]$_SDFFE_PP1N_	1	min[11]
5_1_grt	dp.max[12]$_SDFFE_PP0N_	1	max[12]
6_report	dp.min[11]$_SDFFE_PP1N_	1	min[11]
[registers in the layout (all words and copies together), names as in the netlist]
register            count
ctrl.current_state      2
dp.A_lt_B               1
dp.C_gt_D               1
dp.max                 32
dp.min                 32
dp.register            32
[worst reg2reg max path, cell delays in order, from the launching register on]
cell	delay, ns
sky130_fd_sc_hd__dfxtp_1	0.37
sky130_fd_sc_hd__inv_1	0.06
sky130_fd_sc_hd__ha_1	0.32
sky130_fd_sc_hd__nand4_1	0.17
sky130_fd_sc_hd__nor4_1	0.56
sky130_fd_sc_hd__a21boi_1	0.26
sky130_fd_sc_hd__o31ai_1	0.10
sky130_fd_sc_hd__o2111ai_1	0.13
sky130_fd_sc_hd__mux2i_1	0.19
[cell type report]
type | instances | area [um2] | area share (%)
inverter | 67 | 251 | 4.41
sequential | 100 | 2000 | 35.1
timing repair buffer | 101 | 1000 | 17.6
clock inverter | 5 | 82.6 | 1.45
clock buffer | 11 | 151 | 2.65
tap | 136 | 170 | 2.98
multi-input combinational | 262 | 2040 | 35.8
[metal layers]
metal	GRT usage, %	routed length (um)
met2	27.9	4140
met3	3.19	390
met5	0	0
met4	1.19	64
met1	28.5	4890
[cell usage after synthesis, types with 5 or more instances]
| library cell | count | area [um2] |
|---|---|---|
| sky130_fd_sc_hd__nor2_1 | 37 | 139 |
| sky130_fd_sc_hd__ha_1 | 63 | 788 |
| sky130_fd_sc_hd__a22oi_1 | 31 | 233 |
| sky130_fd_sc_hd__clkbuf_1 | 17 | 63.8 |
| sky130_fd_sc_hd__o21ai_0 | 9 | 45.0 |
| sky130_fd_sc_hd__dfxtp_1 | 100 | 2000 |
| sky130_fd_sc_hd__inv_1 | 67 | 251 |
| sky130_fd_sc_hd__nand4_1 | 12 | 75.1 |
| sky130_fd_sc_hd__a21o_1 | 8 | 60.1 |
| sky130_fd_sc_hd__nand3_1 | 5 | 25.0 |
| sky130_fd_sc_hd__a21oi_1 | 23 | 115 |
| sky130_fd_sc_hd__a22o_1 | 31 | 272 |
| sky130_fd_sc_hd__nand2_1 | 12 | 45.0 |
[cell usage in the layout, fill, tap and decap left out, types with 2 or more instances in the layout]
cell and instances:
sky130_fd_sc_hd__a22oi_1 31, sky130_fd_sc_hd__a22o_1 31, sky130_fd_sc_hd__dfxtp_1 99, sky130_fd_sc_hd__o31ai_1 2, sky130_fd_sc_hd__a21o_1 8, sky130_fd_sc_hd__nor2b_1 3
sky130_fd_sc_hd__inv_1 67, sky130_fd_sc_hd__nor4_1 3, sky130_fd_sc_hd__nand4_1 12, sky130_fd_sc_hd__nor2_1 37, sky130_fd_sc_hd__nor3_1 2, sky130_fd_sc_hd__a21oi_1 23
sky130_fd_sc_hd__buf_4 4, sky130_fd_sc_hd__o21ai_0 9, sky130_fd_sc_hd__clkdlybuf4s50_1 97, sky130_fd_sc_hd__ha_1 63, sky130_fd_sc_hd__clkbuf_8 11, sky130_fd_sc_hd__bufinv_16 2
sky130_fd_sc_hd__nand2_1 12, sky130_fd_sc_hd__nand3_1 5
[through the flow]
stage               std cells  area [um2]  power (uW)
floorplan                 447        4360        1060
global placement          666        5470        1260
detailed placement        666        5470        1260
CTS                       682        5700        1780
global route              682        5700        1880
finish                    682        5700        1760
Power figures rest on the tool's default switching activity, not on a simulated workload.
